===== flow/design.v =====
`timescale 1ns / 1ps
module Soft_Processor(
    output [7:0] LED,
    output [6:0] SEGMENT,
    output reg CTRL,
    input [7:0] SWITCH,
    input [2:0] BUTTON,
    input SYSCLK
);
    wire step;
    wire reset_all;
    wire pc_acc_reset;
    debounce STEP ( .clk(SYSCLK), .reset(1'b1), .button_in(BUTTON[0]), .button_out(step));   
    debounce RESET (.clk(SYSCLK), .reset(1'b1), .button_in(BUTTON[1]), .button_out(reset_all));
    debounce RESET_PC_ACC (.clk(SYSCLK), .reset(1'b1), .button_in(BUTTON[2]), .button_out(pc_acc_reset));
    reg [3:0] ACC;
    reg [3:0] PC;
    reg [3:0] R [0:15];
    reg carry;
    wire [7:0] rom_instr;
    Instruction_ROM ROM (.pc(PC), .instr(rom_instr));
    wire use_rom = (SWITCH[7:4] == 4'h0);
    wire [7:0] current_instr = use_rom ? rom_instr : SWITCH;
    wire [3:0] opcode = current_instr[7:4];
    wire [3:0] operand = current_instr[3:0];
    integer count, desired;
    initial begin
        CTRL = 0;
        count = 0;
        desired = 49999;
    end
    always @(posedge SYSCLK) begin
        if (count == desired) begin
            CTRL = ~CTRL;
            count = 0;
        end else begin
            count = count + 1;
        end
    end
    integer i;
    initial begin
        PC <= 4'h0;
        ACC <= 4'h0;
    end
    always @ (posedge step or posedge reset_all or posedge pc_acc_reset) begin
       if (reset_all) begin
            ACC <= 0;
            PC <= 0;
            carry <= 0;
            for (i = 0; i < 16; i = i + 1) begin
                R[i] <= 4'b0;
            end
       end else if (pc_acc_reset) begin
            ACC <= 0;
            PC  <= 0;
       end else if (step) begin   
            case(opcode)
                4'h0: ;
                4'h1: ACC <= R[operand];
                4'h2: R[operand] <= ACC;
                4'h3: {carry, ACC} <= ACC + R[operand];
                4'h4: {carry, ACC} <= ACC - R[operand];
                4'h5: ACC <= ACC & R[operand];
                4'h6: ACC <= ACC | R[operand];
                4'h7: ACC <= operand;
                4'h8: {carry, ACC} <= ACC + operand;
                4'h9: {carry, ACC} <= ACC - operand;
                4'hA: PC <= operand;
                4'hB: if (!(ACC == 4'h0)) PC <= operand;
                4'hC: if (ACC == 4'h0) PC <= operand;
                4'hD: if (!carry) PC <= operand;
                4'hE: if (carry) PC <= operand;
                4'hF: ;  
                default: ;
            endcase
            if (!(opcode == 4'hA || (opcode == 4'hB && !(ACC == 4'h0)) || (opcode == 4'hC && (ACC == 4'h0)) 
            || (opcode == 4'hD && !carry) || (opcode == 4'hE && carry) || opcode == 4'hF)) begin
                PC <= PC + 1;
            end
        end
    end
    wire [6:0] left;
    wire [6:0] right;
    SevenSegDisp LeftDisp (.segment(left), .value(operand));
    SevenSegDisp RightDisp (.segment(right), .value(R[operand]));
    wire [6:0] L_zero;
    wire [6:0] R_zero;
    SevenSegDisp Zero (.segment(L_zero), .value(0));
    SevenSegDisp R_Zero (.segment(R_zero), .value(R[0]));
    wire [6:0] left_seg = use_rom ? L_zero : left;
    wire [6:0] right_seg = use_rom ? R_zero : right;
    assign LED[7:4] = PC;
    assign LED[3:0] = ACC;
    assign SEGMENT = CTRL ? left_seg : right_seg;
endmodule
module Instruction_ROM (
    input [3:0] pc,
    output reg [7:0] instr
);
    always @(*) begin
        case (pc)
            4'b0000: instr = 8'b0001_0000;  
            4'b0001: instr = 8'b1000_0001;  
            4'b0010: instr = 8'b0010_0000;  
            4'b0011: instr = 8'b1011_0000;  
            default: instr = 8'b1111_1111;  
        endcase
    end
endmodule
module SevenSegDisp(
    output reg [6:0] segment,
    input [3:0] value
);
    always @(*) begin
        case(value)
            4'b0000: segment = 7'b1111110;
            4'b0001: segment = 7'b0110000;
            4'b0010: segment = 7'b1101101;
            4'b0011: segment = 7'b1111001;
            4'b0100: segment = 7'b0110011;
            4'b0101: segment = 7'b1011011;
            4'b0110: segment = 7'b1011111;
            4'b0111: segment = 7'b1110000;
            4'b1000: segment = 7'b1111111;
            4'b1001: segment = 7'b1110011;
            4'b1010: segment = 7'b1110111;
            4'b1011: segment = 7'b0011111;
            4'b1100: segment = 7'b0001101;
            4'b1101: segment = 7'b0111101;
            4'b1110: segment = 7'b1001111;
            4'b1111: segment = 7'b1000111;
            default: segment = 7'b0000000;
        endcase
    end
endmodule
module debounce(
    input clk,
    input reset,         
    input button_in,
    output button_out
);
    wire slow_clk_en;
    wire Q1, Q2, Q2_bar, Q0;
    clock_enable u1(
        .Clk_100M(clk),
        .reset_n(reset), 
        .slow_clk_en(slow_clk_en)
    );
    my_dff_en d0(
        .DFF_CLOCK(clk),
        .reset_n(reset),
        .clock_enable(slow_clk_en),
        .D(button_in),
        .Q(Q0)
    );
    my_dff_en d1(
        .DFF_CLOCK(clk),
        .reset_n(reset),
        .clock_enable(slow_clk_en),
        .D(Q0),
        .Q(Q1)
    );
    my_dff_en d2(
        .DFF_CLOCK(clk),
        .reset_n(reset),
        .clock_enable(slow_clk_en),
        .D(Q1),
        .Q(Q2)
    );
    assign Q2_bar = ~Q2;
    assign button_out = Q1 & Q2_bar;
endmodule
module clock_enable(
    input Clk_100M,
    input reset_n,       
    output slow_clk_en
);
    reg [26:0] counter;
    integer desired = 249999;
    always @(posedge Clk_100M or negedge reset_n) begin
        if (!reset_n) begin
            counter <= 0;
        end else begin
            counter <= (counter >= desired) ? 0 : counter + 1;
        end
    end
    assign slow_clk_en = (counter == desired) ? 1'b1 : 1'b0;
endmodule
module my_dff_en(
    input DFF_CLOCK,
    input reset_n,       
    input clock_enable,
    input D,
    output reg Q
);
    always @(posedge DFF_CLOCK or negedge reset_n) begin
        if (!reset_n) begin
            Q <= 1'b0;
        end else if (clock_enable) begin
            Q <= D;
        end
    end
endmodule

===== flow/config.mk =====
export PLATFORM = sky130hd
export DESIGN_NAME = Soft_Processor
export DESIGN_NICKNAME = Soft_Processor
export VERILOG_FILES = /design/flow/design.v
export SDC_FILE = /design/flow/constraint.sdc
export NUM_CORES = 4
export LEC_CHECK = 1
export CORE_UTILIZATION = 30

===== flow/constraint.sdc =====
current_design Soft_Processor

set clk_period 15.8
set clk_io_pct 0.2

create_clock -name clk0 -period $clk_period [get_ports {SYSCLK}]

set non_clock_inputs [all_inputs -no_clocks]
set_input_delay [expr $clk_period * $clk_io_pct] -clock clk0 $non_clock_inputs
set_output_delay [expr $clk_period * $clk_io_pct] -clock clk0 [all_outputs]

===== flow/run.sh =====
#!/bin/bash
# OpenROAD 26Q1-2900-gdf79404cd8, Yosys 0.63+post, stock flow scripts
make -C /OpenROAD-flow-scripts/flow DESIGN_CONFIG=/design/flow/config.mk WORK_HOME=/design/flow/orfs finish

==> flow_summary.json <==
{
  "status": "completed",
  "crit_path_end_kind": "output pin",
  "cts_hold_buf": 0,
  "initial_core_util_pct": 30.4,
  "worstSetupPathDepth": 17,
  "cts_tree": "built",
  "first_global_vias": 8342,
  "fillCellCount": 3689,
  "globalplace.congestion": 0.936,
  "power_density_nw_per_um2": 59.5,
  "syn-cell-area_sq_um": 11100,
  "synth.distinct_cells": 73,
  "r2r_cells": 8,
  "stdcell_count": 1810,
  "synth-adder-area-share_pct": 5.59,
  "clockRootBuffer": "clkbuf_16",
  "ys_ff": 196,
  "slowest_delay_ps": 750,
  "min_path_type": "flop to flop",
  "htreeDepth": 4,
  "yosys_warnings": 60,
  "synthCells": 1299,
  "final.setup.tns_ps": 0,
  "clkTransAtPathRegs_ps": 50,
  "dieWidth_microns": 195,
  "period_minus_slack_ps": 12120,
  "min_to": "RESET.d1.Q$_DFFE_PP_",
  "fp.dieH_microns": 195,
  "fp.dieArea_sq_um": 37900,
  "cp_slowest_cell": "mux2i_1",
  "wl_microns": 26600,
  "dpl.hpwl_microns": 18400,
  "rsz0062_at_grt": "false",
  "place_ws_ps": 3750,
  "critPathArrivalTime_ps": 8960,
  "synth-xor-area-share_pct": 6.37,
  "yosys.area_share.aoi_pct": 13.4,
  "cts_inserted_buffers": 17,
  "finalWorstSetupSlack_ps": 3680,
  "grt_overflow": 0,
  "cts_resized": 0,
  "vias_per_cell": 4.94,
  "slew_headroom_pct": 32.2,
  "unclocked_regs": 73,
  "path_buffers": 5,
  "finalCritPeriodShare_pct": 76.7,
  "r2r_start": "count[4]$_SDFF_PN0_",
  "p_leak_nw": 4.60,
  "drv_cap": 0,
  "place_inst": 1778,
  "warnings": 112,
  "clock_skew_ps": 6.94,
  "hold_viol": 0,
  "ir_drop_uv": 94.4,
  "ys_cells": 1299,
  "finalSetupViolCount": 0,
  "worstPathCellList": "clkdlybuf4s50_1 > or4_1 > buf_4 > nor2_1 > nor2_1 > inv_1 > ha_1 > nor3_1 > o32ai_2 > or2_1 > mux2i_1 > inv_1 > ha_1 > and2_1 > o311ai_1 > a31oi_1 > clkdlybuf4s50_1",
  "ys_seq_share_pct": 43.8,
  "min_path_cells": 0,
  "hp-start": "RESET.d0.Q$_DFFE_PP_",
  "grt_max_degree": 74,
  "start_kind": "primary input",
  "wl_per_cell_microns": 14.7,
  "io_buffers": 27,
  "grt_first_pass_wirelength_microns": 43800,
  "drv_slew": 0,
  "worstReg2RegEnd": "count[31]$_SDFF_PN0_",
  "grtUsageTotal_pct": 14.5,
  "yosys_most_used_dff": "dfxtp_1",
  "io_pins": 28,
  "dr.pass1.iters": 6,
  "clock_latency_ps": 400,
  "cts_buffer_depth": 2,
  "ys_chip_area_sq_um": 11100,
  "top_logic_kind": "simple AND/OR/NAND/NOR gates",
  "synthSimpleGateAreaFrac_pct": 24.5,
  "area_growth_pct": 13.0,
  "coreArea_sq_um": 36600,
  "cpLargestDelayFamily": "buffers and inverters",
  "cp.required_ps": 12640,
  "n_antenna_cell": 0,
  "cts_setup_buffers": 0,
  "worst-setup-path-type": "primary input to output pin",
  "tightest_slew_ps": 989,
  "r2r_setup_slack_ps": 13530,
  "drtIter0Drc": 645,
  "syn_avg_cell_area_sq_um": 8.57,
  "drc": 0,
  "critical_path.max_fanout": 27,
  "vias": 8946,
  "edf_count": 10,
  "untimed_endpoints": 81,
  "row_count": 70,
  "antenna_found_initial": 0,
  "async_reset_ff_share_pct": 37.2,
  "max_freq_ghz": 0.0825,
  "drive_above_1_share_pct": 5.44,
  "synthMuxAreaShare_pct": 2.79,
  "ant_nets": 0
}
-- through the flow --
step                      hold slack [ps]  instance area (sq um)  total power (W)  utilization, %
after CTS                             419                  12600         0.000756            34.4
final                                 417                  12600         0.000749            34.4
after global placement                402                  12000         0.000392            32.8
after floorplan                       400                  11200         0.000373               -
after global routing                  420                  12600         0.000780            34.4
after detailed placement              406                  12000         0.000393            32.8
-- kinds of logic after synthesis --
kind of cell    count (synthesis)
xor+xnor                       81
compound gates                226
other cells                     1
simple gates                  622
fa+ha+maj                      48
flops                         196
buf+inv                        98
mux                            27
-- worst max path at each step --
stage                     start          to  slack (ps)
after CTS             SWITCH[4]  SEGMENT[1]        3750
after global routing  SWITCH[4]  SEGMENT[1]        3250
final                 SWITCH[4]  SEGMENT[1]        3680
-- synthesized netlist by cell type (22+ instances only) --
cell type | count | area (sq um)
dfbbp_1 | 65 | 2110
nand3_1 | 36 | 180
a21oi_1 | 35 | 175
xnor2_1 | 39 | 342
mux2i_1 | 22 | 220
nor2_1 | 253 | 950
clkbuf_1 | 45 | 169
ha_1 | 45 | 563
dfxtp_1 | 113 | 2260
inv_1 | 38 | 143
xor2_1 | 42 | 368
nand2_1 | 203 | 762
o21ai_0 | 74 | 370
-- routing by layer --
metal | GRT usage, % | vias to the layer above | wire length (microns)
li1 | - | 4566 | -
met1 | 22.6 | 4201 | 13100
met2 | 22.1 | 158 | 12000
met3 | 2.37 | 21 | 1150
met4 | 1.97 | 0 | 323
met5 | 0 | - | 0
-- cell usage in the layout, fill, tap and decap left out, types with 12 or more instances in the layout --
cell type,count
a21oi_1,35
a22oi_1,14
and3_1,18
buf_4,17
clkbuf_16,17
clkdlybuf4s50_1,27
conb_1,27
dfbbp_1,65
dfxtp_1,113
ha_1,45
inv_1,38
mux2i_1,22
nand2_1,203
nand3_1,36
nand4_1,21
nor2_1,252
nor3_1,19
nor4_1,20
o21ai_0,74
or3_1,12
xnor2_1,39
xor2_1,42
-- power by group --
part | leakage [nW] | internal (W) | switching [W]
Sequential | 1.94 | 0.000318 | 0.00000116
Combinational | 2.39 | 0.0000270 | 0.0000409
Clock | 0.272 | 0.000219 | 0.000144
-- sequential cells by signal, indices dropped and copies added, names as in the netlist, 4 cells and up --
signal                   cells
R                           64
count                       32
PC                           4
RESET.u1.counter            27
ACC                          4
STEP.u1.counter             27
RESET_PC_ACC.u1.counter     27
-- layout make-up --
class                      count  area [sq um]  share of cell area, %
timing repair buffer          44           398                   3.16
clock buffer                  17           425                   3.38
sequential                   196          4880                   38.8
inverter                      39           146                   1.16
multi-input combinational   1031          6010                   47.8
clock inverter                15           139                   1.10
tap                          468           586                   4.65
Power and IR drop assume default switching activity.
